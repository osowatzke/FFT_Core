`flow/run.sh`:
```
#!/bin/bash
# OpenROAD 26Q1-2900-gdf79404cd8, Yosys 0.63+post, stock flow scripts
make -C /OpenROAD-flow-scripts/flow DESIGN_CONFIG=/design/flow/config.mk WORK_HOME=/design/flow/orfs finish
```
`flow/config.mk`:
```
export PLATFORM = sky130hd
export DESIGN_NAME = fifo
export DESIGN_NICKNAME = fifo
export VERILOG_FILES = /design/flow/design.v
export SDC_FILE = /design/flow/constraint.sdc
export NUM_CORES = 4
export LEC_CHECK = 1
export CORE_UTILIZATION = 30
export SYNTH_HDL_FRONTEND = slang
```
`flow/constraint.sdc`:
```
current_design fifo

set clk_period 24.7
set clk_io_pct 0.2

create_clock -name clk0 -period $clk_period [get_ports {clkIn}]

set non_clock_inputs [all_inputs -no_clocks]
set_input_delay [expr $clk_period * $clk_io_pct] -clock clk0 $non_clock_inputs
set_output_delay [expr $clk_period * $clk_io_pct] -clock clk0 [all_outputs]
```
`flow/design.v`:
```
module dp_ram #(
    DATA_WIDTH = 32,
    ADDR_WIDTH = 32) (
    input  logic clkIn,
    input  logic wrEnIn,
    input  logic [ADDR_WIDTH-1:0] wrAddrIn,
    input  logic [DATA_WIDTH-1:0] wrDataIn,
    input  logic [ADDR_WIDTH-1:0] rdAddrIn,
    output logic [DATA_WIDTH-1:0] rdDataOut);
    localparam DEPTH = 1 << ADDR_WIDTH;
    logic [DEPTH-1:0][DATA_WIDTH-1:0] dataR;
    logic [DATA_WIDTH-1:0] rdDataR;
    always @(posedge clkIn) begin
        if (wrEnIn) begin
            dataR[wrAddrIn] = wrDataIn;  
        end
        rdDataR             <= dataR[rdAddrIn];
    end
    assign rdDataOut = rdDataR;
endmodule
module fifo #(
    DATA_WIDTH = 32,
    DEPTH      = 32,
    SKID       = 0) (
    input  logic clkIn,
    input  logic rstIn,
    input  logic wrValidIn,
    output logic wrConsentOut,
    input  logic [DATA_WIDTH-1:0] wrDataIn,
    output logic rdValidOut,
    input  logic rdConsentIn,
    output logic [DATA_WIDTH-1:0] rdDataOut);
    localparam ADDR_WIDTH = $clog2(DEPTH);
    logic [ADDR_WIDTH-1:0] rdAddrR;
    logic [ADDR_WIDTH-1:0] wrAddrR;
    logic [ADDR_WIDTH:0] countR;
    logic rdValidR;
    logic wrConsentR;
    logic rstR;
    logic wrValid;
    logic rdValid;
    assign wrValid = wrValidIn & wrConsentR;
    assign rdValid = rdValidR & rdConsentIn;
    always @(posedge clkIn) begin
        rstR                    <= rstIn;
        if (rstIn) begin
            wrAddrR             <= 0;
            rdAddrR             <= 0;
            countR              <= 0;
            rdValidR            <= 0;
            wrConsentR          <= 0;
        end else begin
            if (rstR) begin
                wrConsentR      <= 1;
            end
            if (wrValid) begin
                wrAddrR         <= wrAddrR + 1;
            end
            if (rdValid) begin
                rdAddrR         <= rdAddrR + 1;
            end
            if (wrValid && !rdValid) begin
                countR          <= countR + 1;
                rdValidR        <= 1;
                if (countR == (DEPTH - SKID - 1)) begin
                    wrConsentR  <= 0;
                end
            end else if (!wrValid && rdValid) begin
                countR          <= countR - 1;
                wrConsentR      <= 1;
                if (countR == 1) begin
                    rdValidR    <= 0;
                end
            end
        end
    end
    assign rdValidOut = rdValidR;
    assign wrConsentOut = wrConsentR;
    dp_ram #(
        .ADDR_WIDTH(ADDR_WIDTH),
        .DATA_WIDTH(DATA_WIDTH))
        ram (
        .clkIn(clkIn),
        .wrEnIn(wrValidIn),
        .wrAddrIn(wrAddrR),
        .wrDataIn(wrDataIn),
        .rdAddrIn(rdAddrR),
        .rdDataOut(rdDataOut));
endmodule
```
==> run summary <==
fresh numbers from the pnr run: Seq share, synth=48.4%, DRT antenna net count=0, Synth Flop Type=dfxtp_1, largest net degree at the start of global routing=109, fmax=116 MHz, Avg Inst Size Synth=11.0 um2, Total GRT Usage=19.4%, Max Buffers Root-to-Sink=3, worst hold-check path type=reg -> reg, share of flip-flops with an asynchronous set or reset=0%, Die Ht=387 um, Clk pin slew, worst setup/hold paths=60 ps, Critical R2R Capture=ram.rdDataOut[15], pre-CTS setup slack=15520 ps, Setup Buffers After CTS=0, gpl congestion=0.906, Max Clock Skew=32.4 ps, DR iter-0 viols=2379, CTS buffer count=109, YS warnings=0, dominant cell type by area after synthesis=dfxtp_1, Initial Util=30.4%, Remaining DRCs=0, port bufs=69, Tool Warnings=34, TritonCTS clock tree=built, initial antenna violation count=6, status=finished, final reports clean, io pins=70, final setup violation count=0, maximum capacitance violations=0, Setup TNS=0 ps, Top Layout Cells=dfxtp_1 (1071), mux2_2 (920), nand2_1 (402), mux2i_1 (183), a21oi_1 (170), CP startpoint=wrValidIn, r2r startpoint=wrAddrR[0], via/cell ratio=5.29, share of layout cells above drive strength 1=32.6%, most frequent logic cell in the layout=dfxtp_1, post-cts resize count=0, Tmin final=8590 ps, Post-synth EDFFs=0, actual slew at the worst max-slew pin=1210 ps, WP data required=25260 ps, yosys synthesis chip area=44500 um2, Post-synth regs=1075, Rows=140, cts hold-fix bufs=0, Synth cell types=83, CTS sink cnt=1075, grt ovf=0, cell total in the yosys stat output=4025, Crit path arrival time=9150 ps, hold path start=ram.dataR[233], core area=146000 um2, worst skew pair latency=690 ps, # fillers=14200, Final Cycle Share=34.8%, via count=31600, total power=0.00367 W, Setup WS post-layout=16110 ps, vias in the first global route=31200, critical path type=in -> reg, Static Leak=21.7 nW, hpwl dp=87400 um, P per Cell Area=72.3 nW/um2, first-pass GRT wire length=212000 um, Die X=387 um, Post-Syn Instances=4025, area grow syn2layout=14.3%, Pre-antenna DRT Iters=6, Top-area cell share=48.4%, RSZ-0062 raised after global routing=no, crit-path max FO=22, Critical Path Start Type=primary input, worst reg2reg setup slack=20560 ps, Worst Setup EP=ram.rdDataOut[15], R2R depth=9, cell area after synthesis=44500 um2, top cells by area=dfxtp_1 (48%), mux2_2 (23%), mux2i_1 (4.1%), maximum VDD drop=0.0000544 V, Root Buffer=clkbuf_16, total wire length=143000 um, die area=150000 um2, Final Max Tran Viols=0, CP endpoint kind=flop, WL/cell=23.8 um, Final Core Density=34.7%, final hold vios=0, worst slew margin relative to its limit=18.6%, H-tree Lvls=3
==> worst min path at each step <==
stage / endpoint / slack (ps) / cells after the start
4_1_cts: ram.dataR[234] / 440 / 2
5_1_grt: ram.dataR[242] / 450 / 2
6_report: ram.dataR[233] / 440 / 2
==> routing by layer <==
layer,vias up,wire [um],GRT usage (%)
li1,14400,-,-
met1,15900,62300,27.3
met2,1072,63600,29.5
met3,265,11800,5.38
met4,6,4840,5.58
met5,-,41,0
==> state kept, by name, summed over array words and instances, names as in the netlist <==
register / flops
ram.dataR: 1024
ram.rdDataOut: 32
countR: 6
rdAddrR: 5
wrAddrR: 5
rdValidOut: 1
rstR: 1
wrConsentOut: 1
==> report_power, final <==
part / leakage (nW) / total [W] / switching, W / internal [W]
sequential: 8.70 / 0.00181 / 0.0000265 / 0.00179
combinational: 11.2 / 0.000177 / 0.0000913 / 0.0000852
clock: 1.80 / 0.00168 / 0.000710 / 0.000974
==> cells in the mapped netlist (7+ instances only) <==
library cell	number
a211o_1	9
a211oi_1	30
a21boi_0	37
a21o_1	12
a21oi_1	170
a221o_1	13
a221oi_1	19
a22o_1	13
a22oi_1	22
a2bb2oi_1	8
a311oi_1	8
a31oi_1	19
a32o_1	7
a32oi_1	11
and2_1	11
and3_1	15
buf_1	25
buf_2	104
buf_4	27
clkbuf_1	207
dfxtp_1	1075
ha_1	10
inv_1	11
mux2_2	920
mux2i_1	183
mux4_2	43
nand2_1	407
nand2b_1	44
nand3_1	103
nand4_1	15
nor2_1	98
nor2_2	10
nor2b_1	7
nor3_1	18
nor4_1	12
o211a_1	23
o211ai_1	58
o21a_1	12
o21ai_0	75
o31a_1	11
or3_1	7
xnor2_1	7
==> area by class of cell <==
class	instances	area [um2]	share of cell area (%)
antenna	1	2.50	0.00493
clock buffer	167	3230	6.35
clock inverter	32	415	0.818
inverter	13	63.8	0.126
multi-input combinational	2573	21500	42.2
sequential	1075	21500	42.4
tap	1917	2400	4.72
timing repair buffer	203	1710	3.36
==> critical path, stage by stage <==
cell             delay (ps)
clkdlybuf4s50_1         900
nand3_1                 750
nor2_4                  650
buf_4                   540
mux2_2                  400
mux4_2                  470
and2_1                  190
o21ai_0                 150
a32oi_1                 120
==> logic make-up after synthesis <==
logic type               share of synthesized area, %
multiplexers                                     29.7
XOR/XNOR                                        0.236
flip-flops                                       48.4
AND-OR/OR-AND                                    9.52
buffers and inverters                            3.71
AND/OR/NAND/NOR                                  8.15
adder cells (fa/ha/maj)                         0.281
==> metrics by stage <==
stage               hold WS (ps)  cells  instance area [um2]
floorplan                    408   4025                44500
global placement             417   5781                47200
detailed placement           423   5781                47200
CTS                          439   5980                50800
global route                 453   5981                50800
finish                       438   5981                50800
No activity file was given, so power comes from the tool's default toggle rates.
