===== /design/flow/run.sh =====
#!/bin/bash
# OpenROAD 26Q1-2900-gdf79404cd8, Yosys 0.63+post, stock flow scripts
make -C /OpenROAD-flow-scripts/flow DESIGN_CONFIG=/design/flow/config.mk WORK_HOME=/design/flow/orfs finish

===== /design/flow/constraint.sdc =====
current_design radix_2_butterfly

set clk_period 8.1
set clk_io_pct 0.2

create_clock -name clk0 -period $clk_period [get_ports {clkIn}]

set non_clock_inputs [all_inputs -no_clocks]
set_input_delay [expr $clk_period * $clk_io_pct] -clock clk0 $non_clock_inputs
set_output_delay [expr $clk_period * $clk_io_pct] -clock clk0 [all_outputs]

===== /design/flow/design.v =====
`timescale 1ns/1ns
parameter REAL_DATA_WIDTH = 32;
typedef logic[REAL_DATA_WIDTH-1:0] RealDataType;
function automatic RealDataType unpackReal(input RealDataType arg, input int NUM_BITS);
    if (NUM_BITS > REAL_DATA_WIDTH) begin
        $error("Attempted to grab %d bits from %d bit RealDataType", NUM_BITS, REAL_DATA_WIDTH);
    end
    return arg >> (REAL_DATA_WIDTH - NUM_BITS);
endfunction
function automatic RealDataType packReal(input RealDataType arg, input int NUM_BITS);
    if (NUM_BITS > REAL_DATA_WIDTH) begin
        $error("Attempted to pack %d bits in %d bit RealDataType", NUM_BITS, REAL_DATA_WIDTH);
    end
    return arg << (REAL_DATA_WIDTH - NUM_BITS);
endfunction
typedef struct packed {
    RealDataType re;
    RealDataType im;
} ComplexType;
typedef logic[2*REAL_DATA_WIDTH-1:0] ComplexLogicType;
function automatic ComplexLogicType complexToLogic(input ComplexType arg);
    return {arg.im, arg.re};
endfunction
function automatic ComplexType logicToComplex(input ComplexLogicType arg);
    return '{re: arg[REAL_DATA_WIDTH-1:0], im: arg[2*REAL_DATA_WIDTH-1:REAL_DATA_WIDTH]};
endfunction
module radix_2_butterfly #(
    parameter DATA_WIDTH = 16
) (
    input  logic       clkIn,
    input  logic       rstIn,
    input  logic       enIn,
    input  logic       validIn,
    input  ComplexType dataIn,
    output logic       validOut,
    output ComplexType dataOut
);
    typedef enum {DATA_0, DATA_1} StateType;
    logic [2:0] validR;
    StateType stateR;
    always @(posedge clkIn) begin
        if (rstIn) begin
            stateR <= DATA_0;
        end else begin
            if (enIn) begin
                case (stateR)
                    DATA_0 : begin
                        if (validIn) begin
                            stateR <= DATA_1;
                        end
                    end
                    DATA_1 : begin
                        if (validIn) begin
                            stateR <= DATA_0;
                        end
                    end
                endcase
                validR <= {validR[1:0], validIn};
            end
        end
    end
    logic [DATA_WIDTH-1:0] dataRe;
    logic [DATA_WIDTH-1:0] dataIm;
    assign dataRe = unpackReal(dataIn.re, DATA_WIDTH);
    assign dataIm = unpackReal(dataIn.im, DATA_WIDTH);
    logic signed [DATA_WIDTH:0] dataExtendRe;
    logic signed [DATA_WIDTH:0] dataExtendIm;
    assign dataExtendRe = {dataRe[DATA_WIDTH-1], dataRe};
    assign dataExtendIm = {dataIm[DATA_WIDTH-1], dataIm};
    logic signed [DATA_WIDTH:0] dataExtendReR;
    logic signed [DATA_WIDTH:0] dataExtendImR;
    logic signed [1:0][DATA_WIDTH:0] dataReR;
    logic signed [1:0][DATA_WIDTH:0] dataImR;
    logic signed [DATA_WIDTH:0] dataOutReR;
    logic signed [DATA_WIDTH:0] dataOutImR;
    always @(posedge clkIn) begin
        if (enIn) begin
            case (stateR)
                DATA_0 : begin
                    dataExtendReR   <= dataExtendRe;
                    dataExtendImR   <= dataExtendIm;
                    dataReR[1]      <= -dataReR[1];
                    dataImR[1]      <= -dataImR[1];
                end
                DATA_1 : begin
                    dataReR[0]      <= dataExtendReR;
                    dataImR[0]      <= dataExtendImR;
                    dataReR[1]      <= dataExtendRe;
                    dataImR[1]      <= dataExtendIm;
                end
            endcase
            dataOutReR              <= dataReR[0] + dataReR[1];
            dataOutImR              <= dataImR[0] + dataImR[1];
        end
    end
    assign dataOut.re = packReal($unsigned(dataOutReR), DATA_WIDTH+1);
    assign dataOut.im = packReal($unsigned(dataOutImR), DATA_WIDTH+1);
    assign validOut   = validR[2];
endmodule

===== /design/flow/config.mk =====
export PLATFORM = sky130hd
export DESIGN_NAME = radix_2_butterfly
export DESIGN_NICKNAME = radix_2_butterfly
export VERILOG_FILES = /design/flow/design.v
export SDC_FILE = /design/flow/constraint.sdc
export NUM_CORES = 4
export LEC_CHECK = 1
export CORE_UTILIZATION = 30
export SYNTH_HDL_FRONTEND = slang

==> results.toml <==
# flow metrics
[timing]
post-route-worst-setup-slack_ns = 4.54
slew_headroom_pct = 43.1
setup_violations = 0
setup_repair_after_global_routing_missed_its_margin = "false"
hold_viol_final = 0
final.setup.tns_ns = 0
timing.final.crit_period_ns = 3.56
maxClockFrequency_mhz = 281
final_max_slew_viol_count = 0
max_clock_skew_ns = 0.00664
tightestPinTransition_ns = 0.854
post_route_fraction_of_the_period_consumed_by_the_critical_path_pct = 43.9

[synthesis]
synthTopLogicFamily = "simple AND/OR/NAND/NOR gates"
synth.yosys.chip_area_um2 = 6800
enable_flop_cells = 135
synthesis.area_um2 = 6800
yosys.area_share.xor_xnor_pct = 7.34
post-synth-top-count-cell = "sky130_fd_sc_hd__edfxtp_1"
ys_sh_simple_pct = 10.5
synthArstFlopShare_pct = 0
synth_stat.cells = 538
post_synth_fa_ha_maj_area_fraction_pct = 6.84
synth.top_cells.by_count = "sky130_fd_sc_hd__edfxtp_1 (135), sky130_fd_sc_hd__nand2_1 (53), sky130_fd_sc_hd__o21ai_0 (40)"
post_synthesis_cells = 538
register_share_after_synthesis_pct = 60.2
synth.mux.area_fraction_pct = 0.478
synthesis.area_per_instance_um2 = 12.6
aoi_share_pct = 10.3
synth_flop_count = 137
yosys.cell_types.count = 44
largest_area_cell = "sky130_fd_sc_hd__edfxtp_1"
synthesis.yosys.warnings = 0
synth-main-ff-cell = "sky130_fd_sc_hd__edfxtp_1"
synthDominantCellAreaShare_pct = 59.6
synth.top_cells.by_area = "sky130_fd_sc_hd__edfxtp_1 (60%), sky130_fd_sc_hd__ha_1 (6.3%), sky130_fd_sc_hd__xor2_1 (3.9%)"

[drt]
drcViolationCount = 0
wire_per_inst_um = 15.0
routed_via_density = 4.77
detailed_route_wl_um = 13700
antenna_diodes = 0
first_pass_iters = 18
detailedRoute.firstIterationViolations = 330
drtAntennaViolNets = 0
routed-via-count = 4349

[clock_tree]
cts_hold_repair_buffers = 0
clkTransAtPathRegs_ns = 0.06
cts_sinks = 137
clockBufferDepth = 2
cts_resized = 0
ctsHtreeMaxLevel = 4
worstSkewPairLatency_ns = 0.41
cts-buffers-inserted = 17
tritoncts_clock_tree = "built"
postCtsSetupRepairBufs = 0
cts-root-buf = "sky130_fd_sc_hd__clkbuf_16"

[placed_design]
routabilityCongestion = 0.863
portbufs = 70
hpwl_after_detailed_placement_um = 9470
dp_worst_setup_slack_ns = 4.02
cell_total_after_placement = 880

[flow_run]
warning_count = 57
drv_cap = 0

[power_and_ir_drop]
vdd.ir_drop.worst_mv = 0.130
power.density_nw_per_um2 = 243
power.leakage_nw = 3.00

[grt]
grt_pass1_wl_um = 22200
first_global_vias = 4257
initial_antenna_violation_count = 0
maximum_number_of_pins_on_one_net_before_global_route_repair = 66
grt_util_all_layers_pct = 12.5
grt_residual_overflow = 0

[floorplan]
coreArea_um2 = 22000
top_level_ports = 133
floorplan.rows = 54
fp.dieArea_um2 = 23300
initial_utilization_pct = 30.9
fp.dieH_um = 153
die_x_um = 153

[status]
outcome = "complete, no violations"

[final_layout]
fraction_of_layout_instances_using_a_drive_strength_above_1_pct = 7.44
final_cells = 912
area_growth_syn_to_layout_pct = 22.6

[critical_path]
setup_cp_type = "input port to flop"
cp-start-kind = "input port"
worst_ep_arrival_time_ns = 3.59
critical_path.max_fanout = 40
cp_endpoint_kind = "flop"
critPathRequiredTime_ns = 8.13

[worst_hold_path]
min-delay-path-class = "flop to flop"
## per-stage QoR
step / power (W) / hold slack (ns) / instance area, um^2 / util [%]
2_1_floorplan: 0.00111 / 0.400 / 6910 / -
3_3_place_gp: 0.00123 / 0.403 / 7720 / 35.1
3_5_place_dp: 0.00124 / 0.405 / 7720 / 35.1
4_1_cts: 0.00205 / 0.414 / 8340 / 37.9
5_1_grt: 0.00212 / 0.419 / 8340 / 37.9
6_report: 0.00202 / 0.412 / 8340 / 37.9
## per-layer routing
metal | share of wire (%) | wire (um) | global-route usage, %
met1 | 47 | 6470 | 19.5
met2 | 45 | 6120 | 18.2
met3 | 6.9 | 948 | 4.00
met4 | 1.3 | 179 | 1.78
met5 | 0 | 0 | 0
## final timing paths
path                         startpoint                     to  slack [ns]  cells past startpoint
min          dataExtendReR[6]$_DFFE_PP_   dataReR[6]$_DFFE_PP_        0.41                      0
max                                enIn  dataImR[33]$_DFFE_PP_        4.54                      5
min reg2reg  dataExtendReR[6]$_DFFE_PP_   dataReR[6]$_DFFE_PP_        0.41                      0
max reg2reg           stateR[1]$_DFF_P_  dataImR[33]$_DFFE_PP_        5.43                      4
## cells by family (layout without fill, tap and decap cells)
family | Yosys count | after routing
buffers and inverters | 48 | 113
multiplexers | 3 | 3
flip-flops | 137 | 137
adder cells (fa/ha/maj) | 36 | 36
other | 1 | 30
AND/OR/NAND/NOR | 142 | 142
XOR/XNOR | 57 | 57
AND-OR/OR-AND | 114 | 114
## where the power goes
| part | internal [W] | leakage, nW | switching [W] | total, W |
|---|---|---|---|---|
| Combinational | 0.000155 | 1.39 | 0.000152 | 0.000308 |
| Sequential | 0.000872 | 1.31 | 0.0000385 | 0.000911 |
| Clock | 0.000522 | 0.304 | 0.000284 | 0.000806 |
## registers in the layout, summed over array words and instances (netlist names)
signal         count
dataExtendImR     16
dataOutImR        17
dataReR           33
stateR             2
dataImR           33
validR             3
dataExtendReR     16
dataOutReR        17
## cell usage in the layout (no fill, tap or decap), types with 10 or more instances in the layout
cell type / synthesis / layout
sky130_fd_sc_hd__xor2_1: 30 / 30
sky130_fd_sc_hd__nor2_1: 22 / 22
sky130_fd_sc_hd__clkdlybuf4s50_1: 0 / 69
sky130_fd_sc_hd__xnor2_1: 27 / 27
sky130_fd_sc_hd__nand2_1: 53 / 53
sky130_fd_sc_hd__nand3_1: 10 / 10
sky130_fd_sc_hd__ha_1: 34 / 34
sky130_fd_sc_hd__o21ai_0: 40 / 40
sky130_fd_sc_hd__a21o_1: 10 / 10
sky130_fd_sc_hd__nor3_1: 15 / 15
sky130_fd_sc_hd__edfxtp_1: 135 / 135
sky130_fd_sc_hd__conb_1: 1 / 30
sky130_fd_sc_hd__a21oi_1: 23 / 23
sky130_fd_sc_hd__clkbuf_16: 0 / 17
## worst max-delay path, stage by stage
cell and delay (ns):
sky130_fd_sc_hd__buf_2 0.08, sky130_fd_sc_hd__buf_4 0.43, sky130_fd_sc_hd__and2_1 0.20, sky130_fd_sc_hd__buf_4 0.45, sky130_fd_sc_hd__or2_2 0.78
## cell type report
type,instances,area [um^2]
inverters,7,26.3
clock buffers,20,447
clock inverters,12,174
multi-input cells,382,2520
repair buffers,74,726
flip-flops and latches,137,4100
fillers,2063,13700
well taps,280,350
No activity file was given, so power comes from the tool's default toggle rates.
